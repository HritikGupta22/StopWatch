`flow/design.v`:
```
module hex2bcd(
   input [7:0] bin,
   output reg [11:0] bcd
   );
integer i;
always @(bin) begin
    bcd=0;		 	
    for (i=0;i<8;i=i+1) begin					
   if (bcd[3:0] >= 5) bcd[3:0] = bcd[3:0] + 3;		
	if (bcd[7:4] >= 5) bcd[7:4] = bcd[7:4] + 3;
	if (bcd[11:8] >= 5) bcd[11:8] = bcd[11:8] + 3;
	bcd = {bcd[10:0],bin[7-i]};				
    end
end
endmodule
```
`flow/run.sh`:
```
#!/bin/bash
# OpenROAD 26Q1-2900-gdf79404cd8, Yosys 0.63+post, stock flow scripts
make -C /OpenROAD-flow-scripts/flow DESIGN_CONFIG=/design/flow/config.mk WORK_HOME=/design/flow/orfs finish
```
`flow/config.mk`:
```
export PLATFORM = sky130hd
export DESIGN_NAME = hex2bcd
export DESIGN_NICKNAME = hex2bcd
export VERILOG_FILES = /design/flow/design.v
export SDC_FILE = /design/flow/constraint.sdc
export NUM_CORES = 4
export LEC_CHECK = 1
export CORE_AREA = 10 10 70 70
export DIE_AREA = 0 0 80 80
```
`flow/constraint.sdc`:
```
current_design hex2bcd

set clk_period 4.6
set clk_io_pct 0.2

create_clock -name clk0 -period $clk_period

set non_clock_inputs [all_inputs -no_clocks]
set_input_delay [expr $clk_period * $clk_io_pct] -clock clk0 $non_clock_inputs
set_output_delay [expr $clk_period * $clk_io_pct] -clock clk0 [all_outputs]
```
==> impl_metrics.toml <==
# flow metrics
[logic_synthesis]
synthAoiAreaFrac_pct = 35.36
yosysChipArea_sq_um = 1051
synth-adder-area-share_pct = 11.67
yosys_warnings = 1
yosysCellCount = 134
synthCells = 134
ys_sh_xor_pct = 7.262
synthSimpleGateAreaFrac_pct = 26.31
top_cells_by_area = "ha_1, mux2i_4, xnor2_1"
ys_seq_share_pct = 0
top_area_share_pct = 10.71
synthTopLogicFamily = "AND-OR/OR-AND gates"
synth_area_per_cell_sq_um = 7.843
synth_area_sq_um = 1051
synth_area_leader_cell = "ha_1"
ys_types = 61
mux_share_pct = 9.762

[place]
postPlaceCellArea_sq_um = 1644
io_buffers = 16
hpwl_um = 2274
gp_congestion = 0.8400
pre_cts_ws_ps = -1394

[layout]
flop_area_sq_um = 0
flop-count = 0
syn2layout_area_growth_pct = 74.29
n_fill_cell = 300
drive_above_1_share_pct = 59.18
stdcell_area_sq_um = 1832
clkbuf_count = 0

[grt]
grt_pass1_vias = 1139
grt_max_degree = 13
track_usage_pct = 8.605
grt_first_pass_wirelength_um = 4892
use_met3_pct = 0
gr-usage-met1_pct = 11.46
grt_use_met2_pct = 15.89
grt_remaining_overflow = 0
antenna_found_initial = 0
busiest_layer = "met2"

[power_and_ir_drop]
p_total_mw = 0.4974
power_density_nw_per_um2 = 271.5
leakage_nw = 0.7843
max-vdd-ir-drop_uv = 88.65

[drt]
via_per_inst = 5.066
routed_wl_um = 2875
first_pass_iters = 4
wire_per_inst_um = 11.88
detail-route-antenna-nets = 0
dr.first_iter.drc_count = 39
num_antenna_cells = 0
via_count = 1226
drcViolationCount = 0

[timing]
whs_ps = 1840
hold_violations = 0
fin_ws_ps = -525.0
fmax_mhz = 195.1
finalCriticalPeriod_ps = 5125
final-setup-viol-count = 8
finalClockPeriodUsage_pct = 111.4
maxSlewViolCount = 0
tns_ps = -2946
rsz0062_at_grt = "yes"

[setup_path]
arrival_ps = 4210
crit_path_end_kind = "primary output"
path_max_fanout = 3
cp-start-kind = "primary input"
critPathRequiredTime_ps = 3680
path_class = "primary input to primary output"

[clocking]
holdBufCountCts = 0

[floorplanning]
die_y_um = 80
rows = 21
ios = 20
fp_util_pct = 30.77
core_sq_um = 3416
die_w_um = 80
chip_area_sq_um = 6400

[outcome]
outcome = "complete, but fails checks"
violations = "negative setup slack"

[worst_hold_path]
hp-class = "primary input to primary output"

[flow_run]
warnings = 39
maxCapViolations = 0
## where the power goes
| part | switching, mW | leakage [nW] | internal (mW) |
|---|---|---|---|
| logic | 0.209 | 0.784 | 0.288 |
| clock network | 0 | 0 | 0 |
| registers | 0 | 0 | 0 |
## kinds of logic (layout without fill, tap and decap cells)
group / after synthesis / after routing
adders and majority gates: 10 / 10
muxes: 7 / 7
other: 1 / 2
buffers and inverters: 17 / 78
and+or+nand+nor: 45 / 45
AOI/OAI and AO/OA: 47 / 47
xor gates and xnor gates: 7 / 7
## critical path, stage by stage
cell and delay, ps:
buf_8 80, inv_6 30, ha_4 150, o21ai_4 170, xnor2_4 100, ha_2 190
nand2b_4 140, a32oi_4 270, xnor2_2 180, ha_2 240, nand2b_4 80, buf_4 140
a21boi_4 170, mux2_4 320, or3_4 360, a21oi_4 150, buf_6 110, mux2_4 280
buf_2 110
## cells in the final DEF, fill, tap and decap left out, drive strengths merged, types with 2 or more instances in the layout
cell            n
nand3b          2
mux2            3
a32oi           2
nand4           3
and4b           2
o21ai           8
clkdlybuf4s50   6
or3             3
nand3           5
nor3            4
nand2b          4
inv             8
conb            2
a21boi          2
o22ai           2
o2bb2ai         3
xnor2           7
a211oi          2
a31oi           2
a221o           2
nand2           8
ha              9
buf            62
or2             2
and2            3
a22oi           2
mux2i           4
nor2b           2
a21o            3
nor2            6
a21oi          10
## worst paths after layout
kind                   start  endpoint  slack [ps]  depth (start not counted)
worst min-delay path  bin[0]    bcd[0]        1840                          0
worst max-delay path  bin[6]    bcd[7]        -530                         19
## cells in the mapped netlist, drive strengths merged, types with 3 or more instances
cell type   n
a21oi      10
nor2        6
a21o        3
nand2b      4
o21ai       8
mux2        3
nand2       8
mux2i       4
clkbuf      3
inv         8
xnor2       7
ha          9
buf         6
or3         3
and2        3
nor3        4
o2bb2ai     3
nand3       5
nand4       3
## per-layer routing
metal / wire length [um] / part of all wire [%] / up-vias
met3: 67 / 2.3 / 7
met5: 0 / 0 / -
met2: 1435 / 50 / 34
met4: 36 / 1.3 / 0
li1: - / - / 630
met1: 1337 / 47 / 555
## layout make-up
cell class | count | area (sq um) | area share, %
multi-input combinational | 118 | 1174 | 64.07
tap | 46 | 57.56 | 3.142
inverter | 8 | 35.03 | 1.913
timing repair buffer | 70 | 565.5 | 30.87
## per-stage QoR
step / util, % / std cells
floorplan: - / 135
global placement: 48.13 / 230
detailed placement: 48.13 / 230
CTS: 52.75 / 240
global route: 53.63 / 242
finish: 53.63 / 242
## timing repair
| action | 4_1_cts | 5_1_grt |
|---|---|---|
| setup buffers | 10 | 2 |
| gates cloned | 0 | 0 |
| gates resized | 51 | 11 |
| endpoints found under the setup margin | 9 | 9 |
| pin swaps | 20 | 9 |
No activity file was given, so power comes from the tool's default toggle rates.
