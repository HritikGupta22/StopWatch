### flow/design.v
module bcd27seg(
    bcd,
    HEX
);
    input       [3:0] bcd;
    output reg  [6:0] HEX;
    always @ (bcd) begin
        case (bcd)
		4'd0 : HEX = 7'b0000001;
		4'd1 : HEX = 7'b1001111;
		4'd2 : HEX = 7'b0010010;
		4'd3 : HEX = 7'b0000110;
		4'd4 : HEX = 7'b1001100;
		4'd5 : HEX = 7'b0100100;
		4'd6 : HEX = 7'b0100000;
		4'd7 : HEX = 7'b0001111;
		4'd8 : HEX = 7'b0000000;
		4'd9 : HEX = 7'b0000100;
		4'd10: HEX = 7'b0001000;
		4'd11: HEX = 7'b1100000;
		4'd12: HEX = 7'b0110001;
		4'd13: HEX = 7'b1000010;
		4'd14: HEX = 7'b0110000;
		4'd15: HEX = 7'b0111000;
            default: HEX = 7'b0000110;
        endcase
    end
endmodule
### flow/constraint.sdc
current_design bcd27seg

set clk_period 1.4
set clk_io_pct 0.2

create_clock -name clk0 -period $clk_period

set non_clock_inputs [all_inputs -no_clocks]
set_input_delay [expr $clk_period * $clk_io_pct] -clock clk0 $non_clock_inputs
set_output_delay [expr $clk_period * $clk_io_pct] -clock clk0 [all_outputs]
### flow/config.mk
export PLATFORM = sky130hd
export DESIGN_NAME = bcd27seg
export DESIGN_NICKNAME = bcd27seg
export VERILOG_FILES = /design/flow/design.v
export SDC_FILE = /design/flow/constraint.sdc
export NUM_CORES = 4
export LEC_CHECK = 1
export CORE_AREA = 10 10 70 70
export DIE_AREA = 0 0 80 80
### flow/run.sh
#!/bin/bash
# OpenROAD 26Q1-2900-gdf79404cd8, Yosys 0.63+post, stock flow scripts
make -C /OpenROAD-flow-scripts/flow DESIGN_CONFIG=/design/flow/config.mk WORK_HOME=/design/flow/orfs finish
==> writeup.txt <==
The share of the core area taken by cells at floorplan is 7.88%. The final non-filler cell total is 103, and the transition time at the pin with the least slew margin is 197 ps. The logs give -906 ps for the pre-CTS setup slack and 997 microns for the routed wire length.

Across the run, the number of max-cap violations was 0. The layout report lists the combined flip-flop and latch area as 0 sq um. In this run the power density over the cells is 272 nW/um^2. Maximum clock frequency: 0.645 GHz. By instance count, the leading cell after synthesis is sky130_fd_sc_hd__ha_1. The logs give 0% for the register share after synthesis and 0 for the hold buffer count at CTS.

The clock buffer count is 0, and the utilization after layout is 19.2%. On met1, the global router reports a usage of 3.24%. The number of iterations in the first detailed-routing pass came out at 2. After floorplanning, the core was divided into 21 placement rows. The longest incremental delay of any stage on the critical path is reported as 450 ps. The die is 80 microns tall. The global routing stage identified its most utilized layer as met2. The detail-routed via count per cell was 3.14; the number of routed nets with antenna violations was 0. Routing resource usage on met2 recorded by global route was 5.14%. Of the post-synthesis cell area, the part taken by muxes is 30.7%. The checks that failed: negative setup slack.

The tools report the worst setup path startpoint as bcd[1]. The run gives 3 as the final tally of setup violations. The global routing report lists met3 layer usage as 0.455%.

Yosys reports that the leading cell type by area covers 32.6% of the netlist area. Per the synthesis report, the adder-cell share of the synthesized area is 32.6%. The via count of the first global-routing pass was 346; the final number of hold-violating endpoints was 0. The run gives 0.751 for the last weighted congestion value of the routability-driven placer. The area inside the core boundary was 3420 sq um.

The post-synthesis share of cell area spent on xor and xnor gates came out at 0%. Setup repair after global routing could not meet its margin everywhere. Once detailed placement completed, the half-perimeter wirelength came to 601 microns. The final layout contains a sequential cell count of 0. For this block, the via count after detailed routing is 323.

The worst-case IR drop observed on VDD is 0.0506 mV. For reference, the top logic cell family by area is adder cells. The worst setup path is captured at an output port.

Measured against its own limit, the worst slew margin works out to 86.5%. By startpoint and endpoint, the worst setup path is classified as in -> out. The mean cell area of the mapped netlist works out to 8.15 sq um. The run gives 0 as the max-slew violation total from the final report. The highest net fanout along the worst path is 5. The x dimension of the die came out at 80 microns. The cell with the biggest individual delay on the critical path is sky130_fd_sc_hd__mux4_2. Cells with a size suffix above 1 make up 71.9% of the layout.

TritonRoute output was used to compute an average wire per cell of 9.68 microns. Summing the areas of all and, or, nand and nor instances in the mapped netlist gives 13.0% of the synthesized area. Yosys attributes the largest share of cell area to sky130_fd_sc_hd__ha_1, sky130_fd_sc_hd__mux2i_1, sky130_fd_sc_hd__mux4_2. The largest net degree at the start of global routing came out at 11.

The number of port buffers was 11. The worst path uses 111% of the clock period. The logs give 0 for the number of antenna violations at the first check in global routing and 4 for the violation tally from detailed-route iteration zero. The total overflow left after global routing is 0.

The synthesized instance count was 33. The run gives 368 as the total of fill cells in the finished design. The number of warnings in the stage logs came out at 40. The gate-level netlist out of Yosys references 13 unique cell types.

After synthesis the cells add up to 269 sq um. In this run the count of I/O pins placed on the die edge is 11. Per STA, the endpoint of the critical path is HEX[3]. The report lists the cells along the critical path as buf_8 > buf_6 > ha_2 > mux4_2 > buf_2. STA classifies the critical path startpoint as a primary input. The run gives 1120 ps for the required time at the endpoint of the critical path. Cell count listed in synth_stat.txt: 33. After synthesis, the most frequently instantiated cells are sky130_fd_sc_hd__ha_1, sky130_fd_sc_hd__mux2i_1, sky130_fd_sc_hd__nor2_1.

The final timing report derives a shortest allowable period of 1550 ps. Per the detail_route report, inserted antenna diodes total 0. For the worst path setup slack after routing, the log shows -151 ps. After Yosys synthesis, AND-OR and OR-AND compound gates account for 14.0% of the synthesized area. From synthesis to final layout, the design area changed by 143%. The chip area in the Yosys report is 269 sq um. On the critical path the data arrives at 1270 ps. The tools report the all-layer global routing usage as 2.71%. Counting tap cells, the placed design contains a total of 96 instances. The first global-routing pass estimated 1.51 mm of wire.

With the total of warnings raised by yosys at 1, the count of unresolved DRC violations after routing is 0. The final layout reports a setup TNS of -239 ps. The cell type contributing the most total cell area after synthesis was sky130_fd_sc_hd__ha_1.

The class of the tightest hold or removal check was in -> out. The flow ran to the end, but the final reports show violations. For this design the static power due to leakage is 0.278 nW. The chip occupies 6400 sq um.
[worst max-delay path, delay by kind of cell]
kind | cells | cell delay, ps
muxes | 1 | 450
buffers and inverters | 3 | 370
adders and majority gates | 1 | 170
[placed cells by master (no fill, tap or decap), drive strengths merged]
cell | Yosys | routed
ha | 7 | 7
clkdlybuf4s15 | 0 | 1
inv | 3 | 3
o211ai | 1 | 1
nand2 | 1 | 1
clkbuf | 1 | 1
nand2b | 2 | 2
a21oi | 2 | 2
mux2i | 6 | 6
o21ai | 2 | 2
a32o | 1 | 1
nor2 | 5 | 5
buf | 1 | 24
mux4 | 1 | 1
[cell type report]
| class | count | area [sq um] | share of cell area (%) |
|---|---|---|---|
| multi-input combinational | 28 | 342 | 52.2 |
| timing repair buffer | 26 | 236 | 36.1 |
| inverter | 3 | 18.8 | 2.87 |
| tap | 46 | 57.6 | 8.80 |
[power breakdown]
part | switching [mW] | internal (mW)
registers | 0 | 0
clock network | 0 | 0
logic | 0.0727 | 0.105
total | 0.0727 | 0.105
[worst min path at each step]
stage                   from     end  cells past startpoint
final                 bcd[3]  HEX[5]                      3
after CTS             bcd[1]  HEX[5]                      4
after global routing  bcd[1]  HEX[5]                      4
[logic make-up (layout without fill, tap and decap cells)]
kind of cell               Yosys count  count (layout)
muxes                                7               7
and+or+nand+nor                      8               8
AOI/OAI and AO/OA                    6               6
buffers and inverters                5              29
adders and majority gates            7               7
[through the flow]
step | area [sq um] | total power, mW | hold slack (ps)
6_report | 654 | 0.178 | 995
5_1_grt | 654 | 0.196 | 1030
4_1_cts | 607 | 0.154 | 1020
3_5_place_dp | 482 | 0.127 | 1670
3_3_place_gp | 482 | 0.126 | 1650
2_1_floorplan | 269 | 0.0512 | 660
[layer usage]
layer  part of all wire, %  vias up
li1                      -      165
met2                    52        8
met1                    43      150
met3                   5.0        0
met4                     0        0
met5                     0        -
[repair_timing]
item | CTS | global route
pin swaps | 8 | 4
buffers inserted | 6 | 0
cloned | 0 | 1
endpoints found under the hold margin | 0 | 0
endpoints found under the setup margin | 7 | 5
resized | 63 | 7
Power and IR drop assume default switching activity.
